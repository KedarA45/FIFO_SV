==> design/flow/config.mk <==
export PLATFORM = sky130hd
export DESIGN_NAME = fifo
export DESIGN_NICKNAME = fifo
export VERILOG_FILES = /design/flow/design.v
export SDC_FILE = /design/flow/constraint.sdc
export NUM_CORES = 4
export LEC_CHECK = 1
export CORE_UTILIZATION = 40
export SYNTH_HDL_FRONTEND = slang
==> design/flow/constraint.sdc <==
current_design fifo

set clk_period 7.2
set clk_io_pct 0.2

create_clock -name clk0 -period $clk_period [get_ports {clk}]

set non_clock_inputs [all_inputs -no_clocks]
set_input_delay [expr $clk_period * $clk_io_pct] -clock clk0 $non_clock_inputs
set_output_delay [expr $clk_period * $clk_io_pct] -clock clk0 [all_outputs]
==> design/flow/design.v <==
interface fifo_interface(clk,rst);
  input clk,rst;
  logic [7:0]data_in;
  logic w_en,r_en;
  logic [7:0]data_out;
  logic full,empty;
endinterface
package fifo_pkg;
class fifo_transaction;
  rand logic [7:0]data_in;
  rand logic w_en,r_en,rst;
  logic [7:0]data_out;
  logic full,empty;
  constraint data{data_in inside {[1:1000]};}
  constraint read{r_en ==1;}
  constraint write{w_en ==1;}
endclass
class fifo_functional_cov;
  bit [7:0] cov_data_in;
  bit cov_w_en ,cov_r_en;
  covergroup fifo_cov;
    coverpoint cov_data_in{bins data_in_b = {[0:$]};}
    coverpoint cov_w_en{bins w_en_b = {[0:$]};}
    coverpoint cov_r_en{bins r_en_b = {[0:$]};}
    cross cov_data_in,cov_w_en,cov_r_en;
  endgroup
  function new();
        $display("[INFO] Initializing Coverage...");
        fifo_cov = new();  
  endfunction
  function void sample(logic [7:0]data_in,logic w_en,logic r_en);
    if (fifo_cov == null) begin
          $fatal(1, "[ERROR] Covergroup not initialized! Check object creation.");
        end
        cov_data_in = data_in;
        cov_w_en = w_en;
        cov_r_en = r_en;
        fifo_cov.sample();  
    $display("[COVERAGE] Sampled: DATA_IN=%0d, W_EN=%b, R_EN=%b", data_in, w_en, r_en);    
  endfunction
      function void report();
        $display("******************[COVERAGE] Functional Coverage Report: %0.2f%%******************", 		        fifo_cov.get_coverage());
    endfunction
endclass
class fifo_generator;
    mailbox gen2dri,gen2sb;
  function new(mailbox gen2dri,gen2sb);
    $display("[GENERATOR]");
    this.gen2dri=gen2dri;
    this.gen2sb=gen2sb;
  endfunction
  task run(int num_test);
 fifo_transaction tr;
    $display("Starting gen",num_test);
    for(int i=0; i<num_test;i++) begin
    tr=new;
    $display("Starting randomization");
    void'(tr.randomize());
    $display("Randomization done");
    gen2dri.put(tr);
    gen2sb.put(tr);
    $display("[GENERATOR] DATA_IN = %0h W_EN = %0h R_EN = %0h RST = %0h ",tr.data_in,tr.w_en,tr.r_en,tr.rst);
    end
  endtask
endclass
class fifo_driver;
  mailbox gen2dri;
  virtual fifo_interface vif;
  function new(mailbox gen2dri,virtual fifo_interface vif);
    $display("[DRIVER]");
    this.vif=vif;
    this.gen2dri=gen2dri;
  endfunction
  task run();
    fifo_transaction tr;
    forever begin
    gen2dri.get(tr);
      @(posedge vif.clk);
      @(posedge vif.clk);
    $display($time,"[DRIVER] DATA_IN = %0h W_EN = %0h R_EN = %0h RST = %0h ",tr.data_in,tr.w_en,tr.r_en,tr.rst);
    vif.data_in<=tr.data_in;
    vif.w_en<=tr.w_en;
    vif.r_en<=tr.r_en;
     end
  endtask
endclass
class fifo_monitor;
  mailbox mon2sb;
  virtual fifo_interface vif;
  int num_test;
  fifo_functional_cov cov;
  function new(virtual fifo_interface vif, mailbox mon2sb,int num_test,fifo_functional_cov cov);
    $display("[MONITOR]");
    this.mon2sb=mon2sb;
    this.vif=vif;
    this.num_test=num_test;
    this.cov=cov;
  endfunction
  task run();
    int count=0;
     @(posedge vif.clk);
    while (count<num_test) begin
        fifo_transaction tr=new;
    @(posedge vif.clk);
    tr.r_en=vif.r_en;
    tr.empty=vif.empty;
    if(vif.r_en && !vif.empty)
    begin
    @(posedge vif.clk);
    tr.data_out=vif.data_out;
    tr.full=vif.full;
    mon2sb.put(tr);
      cov.sample(tr.data_in,tr.w_en,tr.r_en);
      $display($time,"[MONITOR] DATA_OUT = %0h FULL = %0h EMPTY = %0h ",tr.data_out,tr.full,tr.empty);
      count++;
  end
    end
  endtask
endclass
class fifo_agent;
  fifo_generator gen;
  fifo_driver dri;
  fifo_monitor mon;
  int num_test;
  function new(mailbox gen2dri,gen2sb,mon2sb,virtual fifo_interface vif,int num_test,fifo_functional_cov cov);
    $display("[AGENT]");
    gen=new(gen2dri,gen2sb);
    dri=new(gen2dri,vif);
    mon=new(vif,mon2sb,num_test,cov);
    this.num_test=num_test;
  endfunction
  task run();
    fork 
      gen.run(num_test);
      dri.run();
      mon.run();
      $display("RUN in agent");
    join_any
  endtask
endclass
class fifo_scoreboard;
  mailbox gen2sb,mon2sb;
  int received_count=0;
  int max_transaction;
  int pass_count=0,fail_count=0;
  logic [7:0] q [$];
  function new(mailbox gen2sb,mon2sb,int num_test);
    $display("[SCOREBOARD]");
    this.gen2sb=gen2sb;
    this.mon2sb=mon2sb;
    this.max_transaction=num_test;
  endfunction
  task run();
    fifo_transaction tr1,tr2;
    while(received_count<max_transaction) begin
    $display("In sb before get");
    gen2sb.get(tr1);
    $display("[SCOREBOARD] DATA_IN = %0h W_EN = %0h R_EN = %0h RST = %0h ",tr1.data_in,tr1.w_en,tr1.r_en,tr1.rst);
    $display("In sb before mn2sb");
      if(tr1.w_en) q.push_back(tr1.data_in);
    mon2sb.get(tr2);
$display("%p",q);
    $display("[SCOREBOARD] DATA_OUT = %0h FULL = %0h EMPTY = %0h ",tr2.data_out,tr2.full,tr2.empty);
    $display("In sb after get");
      received_count++;
      if(q.pop_front==tr2.data_out) begin
        $display("**********************[PASSED]****************************");
        pass_count++;
      end
    else begin 
      $display("**********************[FAILED]****************************");
      fail_count++;
    end
    end
    $display("PASS COUNT=%0d",pass_count);
    $display("FAIL COUNT=%0d",fail_count);
  endtask
  function void report();
     $display("\n================= SCOREBOARD REPORT =================");
    $display("PASS COUNT=%0d",pass_count);
    $display("FAIL COUNT=%0d",fail_count);
    $display("Pass Percentage   : %0.2f%%", (pass_count * 100.0) / (pass_count + fail_count));
  endfunction
endclass
class fifo_environment;
  fifo_agent agt;
  fifo_scoreboard sb;
  mailbox gen2dri, mon2sb,gen2sb;
  int num_test;
  fifo_functional_cov cov;
  function new(virtual fifo_interface vif,int num_test);
    $display("[ENVIRONMENT]");
    gen2dri = new();
    gen2sb = new();
    mon2sb = new();
    cov=new();
    agt = new(gen2dri,gen2sb,mon2sb,vif,num_test,cov);
    sb=new(gen2sb,mon2sb,num_test);
  endfunction
  task run();
    fork
      agt.run();
      sb.run();
    join
  endtask
  function void report();
        $display("[ENV] Generating final reports...");
       sb.report();
        cov.report(); 
    endfunction
endclass
class fifo_test;
  fifo_environment env;
  int num_test;
  function new(virtual fifo_interface vif);
    $display("[TEST]");
    this.num_test=100;
    env= new(vif,num_test);
  endfunction
  task run();
    env.run();
    #200;
    env.report();
  endtask
endclass
endpackage
module fifo(
    input         clk,         
    input         rst,         
    input  [7:0]  data_in,     
    input         w_en,        
    input         r_en,        
    output reg [7:0] data_out,  
    output        full,        
    output        empty        
);
    reg [5:0] w_ptr;    
    reg [5:0] r_ptr;    
    reg [7:0] fifo [31:0];
    always @(posedge clk) begin
        if (!rst) begin
            w_ptr <= 0;
        end 
        else begin
            if (w_en && !full) begin
                fifo[w_ptr[4:0]] <= data_in;  
                w_ptr <= w_ptr + 1;           
            end
        end
    end
    always @(posedge clk) begin
        if (!rst) begin
            r_ptr    <= 0;
            data_out <= 0;
        end 
        else begin
            if (r_en && !empty) begin
                data_out <= fifo[r_ptr[4:0]];  
                r_ptr    <= r_ptr + 1;         
            end
        end
    end
    assign empty = (w_ptr == r_ptr);
    assign full = ({~w_ptr[5], w_ptr[4:0]} == r_ptr);
endmodule
==> design/flow/run.sh <==
#!/bin/bash
# OpenROAD 26Q1-2900-gdf79404cd8, Yosys 0.63+post, stock flow scripts
make -C /OpenROAD-flow-scripts/flow DESIGN_CONFIG=/design/flow/config.mk WORK_HOME=/design/flow/orfs finish
==> impl_metrics.ini <==
; flow metrics
[logic_synthesis]
syn_avg_cell_area_um2 = 19.2
ys_seq_share = 0.746
netlist_top_cells_area = edfxtp_1 (71%), mux4_2 (9.6%), dfxtp_1 (3.7%)
yosys.area.top_type = edfxtp_1
yosys_area_um2 = 10800
synth_area_um2 = 10800
ys_warn_count = 0
top_area_frac = 0.709
syn-instance-count = 566
synth_cell_types = 40
yosysCellCount = 566
ys_seq_elements = 276

[pwr]
power.density_nw_per_um2 = 295
p_leak_nw = 3.80
ir_drop_mv = 0.185
power_w = 0.00363

[detailed_routing]
diodes = 0
wl_met1_mm = 8.27
wire_per_inst_um = 25.6
via_count = 5496
highest_layer = met5
wl_met2_mm = 11.7
drc = 0
viasPerCell = 5.76
ant_nets = 0
drt_wl_total_mm = 24.4
drt_pass1_iterations = 15
wl_met3_mm = 3.73
first_iter_violations = 310

[clock_tree]
cts-root-buf = clkbuf_16
cts_resized = 0
cts_max_path_buffers = 3
cts_tree = built
numClockSinks = 276
cts_buffers = 27
clk_latency_ps = 540
htreeDepth = 1
ctsHoldBuffers = 0
cts_setup_buffers = 0
path_clk_slew_ps = 60

[job]
openroad.warnings = 28
max_cap_viol_count = 0

[critical_path]
reg2reg_to = fifo[21][4]$_DFFE_PP_
cp_slowest_cell = dfxtp_1
worst-endpoint-arrival_ps = 2660
reg2reg_depth = 5
path_class = reg -> out
critical-path-max-stage-delay_ps = 860
reg2reg_slack_ps = 3860
crit_chain = xnor2_1, nand3_1, or2_2, nor2_1, clkdlybuf4s50_1
reg2reg_from = r_ptr[4]$_SDFFE_PN0P_
critPathMaxFanout = 20
worst_ep_required_time_ps = 5760
cp-start-kind = flop
cp-end-kind = output port

[final_timing]
final.setup.tns_ps = 0
setup_viol = 0
timing.fmax_ghz = 0.244
fin_crit_sh = 0.570
worstMarginPinSlew_ps = 858
fin_skew_ps = 23.8
rsz0062_at_grt = false
finalHoldViolations = 0
slew_headroom = 0.428
slew_viol_final = 0
fin_crit_ps = 4100

[placed_design]
place_congestion = 0.901
io_buffers = 21
place_hpwl_mm = 15.3

[floorplan]
die_h_um = 167
die_area_um2 = 27800
fp_util = 0.411
core_area_um2 = 26400
ios = 22
rows = 59
die_w_um = 167

[global_route]
grt_pass1_vias = 6065
grt.overflow.total = 0
grt_max_degree = 50
grt_use_total = 0.198
grt_pass1_wl_mm = 36.5
antenna_found_initial = 0

[run_status]
status = finished, final reports clean

[finish]
lay_top_cells = edfxtp_1 (256), mux4_2 (46), nor2_1 (44), mux2i_1 (34), clkbuf_16 (27)
drive_gt1_frac = 0.184
layout_top_cell = edfxtp_1
num-fill-cells = 2098
area_delta_synth_final_pct = 13.7

[hold_path]
min_path_type = reg -> reg
worstHoldStart = data_out[0]$_SDFFE_PN0P_
whs_path_depth = 1
worst_hold_path.endpoint = data_out[0]$_SDFFE_PN0P_
metal layers:
layer	vias up	global-route usage
li1	2396	-
met1	2667	0.232
met2	389	0.297
met3	42	0.146
met4	2	0.0475
met5	-	0.0122
synthesized netlist by cell type:
cell type	n
buf_6	3
nor2_1	44
xor2_1	4
a2111oi_2	5
o311ai_0	2
mux2i_1	34
o22ai_1	9
edfxtp_1	256
buf_4	3
or2_2	1
o221ai_1	8
a21bo_2	1
nand3_1	10
nor2b_1	2
and3_1	1
or4_1	1
buf_2	9
o31ai_1	2
inv_1	4
o21ai_0	3
buf_1	1
clkbuf_1	14
and2_1	1
dfxtp_1	20
nand2_1	5
xnor2_1	7
nand3b_1	5
a22oi_1	8
or3_1	4
buf_8	2
a22o_1	16
and4_1	1
a2111oi_1	3
mux4_2	46
nor3_1	1
ha_1	5
a21oi_1	21
o31a_1	1
mux4_1	2
or3b_2	1
cell families after synthesis:
family                   after synthesis  synth area share
AND-OR/OR-AND                         79            0.0556
adder cells (fa/ha/maj)                5           0.00577
AND/OR/NAND/NOR                       77            0.0330
multiplexers                          82             0.132
XOR/XNOR                              11           0.00889
flip-flops                           276             0.746
buffers and inverters                 36            0.0187
per-stage QoR:
| stage | instances | instance area, um^2 | worst slack (ps) | utilization | hold slack, ps |
|---|---|---|---|---|---|
| final | 954 | 12300 | 3100 | 0.467 | 482 |
| after global routing | 954 | 12300 | 2870 | 0.467 | 492 |
| after CTS | 954 | 12300 | 3070 | 0.467 | 486 |
| after detailed placement | 905 | 11400 | 3100 | 0.432 | 475 |
| after global placement | 905 | 11400 | 3210 | 0.432 | 464 |
| after floorplan | 566 | 10800 | 4450 | - | 420 |
sequential cells by signal, summed over array words and instances (netlist names):
signal	cells
data_out	8
r_ptr	6
w_ptr	6
fifo	256
power breakdown:
group	leakage, nW	switching [W]	internal, W
sequential	2.47	0.0000396	0.00177
clock	0.451	0.000601	0.000844
combinational	0.881	0.000187	0.000189
area by class of cell:
type	instances	area, um^2	share of cell area
inverter	4	15.0	0.00122
timing repair buffer	36	323	0.0262
clock buffer	28	679	0.0551
multi-input combinational	254	2550	0.207
tap	335	419	0.0340
clock inverter	21	243	0.0197
sequential	276	8090	0.657
worst max-delay path: cells and delay by family (launching register included):
family | cells | cell delay (ps)
XOR/XNOR | 1 | 200
buffers and inverters | 1 | 480
flip-flops | 1 | 860
AND/OR/NAND/NOR | 3 | 590
worst max path at each step:
stage | from | to | slack, ps
after CTS | r_ptr[4]$_SDFFE_PN0P_ | full | 3070
after global routing | r_ptr[4]$_SDFFE_PN0P_ | full | 2870
final | r_ptr[4]$_SDFFE_PN0P_ | full | 3100
Power and IR drop assume default switching activity.
